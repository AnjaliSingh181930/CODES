==> design/flow/design.v <==
module generate_mux(data, select, out, f);
    input [15:0] data;    
    input [3:0] select;   
    output out;           
    output [3:0] f;       
    assign out = data[select];  
    assign f = select[0] ? data[3:0] : data[7:4];  
endmodule
==> design/flow/run.sh <==
#!/bin/bash
# OpenROAD 26Q1-2900-gdf79404cd8, Yosys 0.63+post, stock flow scripts
make -C /OpenROAD-flow-scripts/flow DESIGN_CONFIG=/design/flow/config.mk WORK_HOME=/design/flow/orfs finish
==> design/flow/config.mk <==
export PLATFORM = sky130hd
export DESIGN_NAME = generate_mux
export DESIGN_NICKNAME = generate_mux
export VERILOG_FILES = /design/flow/design.v
export SDC_FILE = /design/flow/constraint.sdc
export NUM_CORES = 4
export LEC_CHECK = 1
export CORE_AREA = 10 10 70 70
export DIE_AREA = 0 0 80 80
==> design/flow/constraint.sdc <==
current_design generate_mux

set clk_period 1.7
set clk_io_pct 0.2

create_clock -name clk0 -period $clk_period

set non_clock_inputs [all_inputs -no_clocks]
set_input_delay [expr $clk_period * $clk_io_pct] -clock clk0 $non_clock_inputs
set_output_delay [expr $clk_period * $clk_io_pct] -clock clk0 [all_outputs]
==> Table 3: Implementation characteristics <==
Implementation parameters

Parameter                              Value

Final layout
  Number of standard cells in the layout, taps in and fillers out .................. 84
  Area of all sequential standard cells .................. 0 sq um
  Area overhead of the layout relative to synthesis .................. 121%
  Share of final-layout standard cells stronger than drive strength 1 .................. 0.658
  Area of the multi-input gates .................. 165 sq um
  Tally of clock buffers in the finished layout .................. 0
  Flop Count .................. 0
  Layout fillers .................. 412

STA
  Count of endpoints failing hold in the final timing report .................. 0
  Final period util .................. 0.957
  Final sum of negative setup slack .................. 0 ns
  RSZ-0062 raised after global routing .................. true
  Final setup margin .................. 0.0732 ns
  Peak Freq .................. 0.615 GHz
  Worst slew slack as a fraction of its limit .................. 0.921
  Actual transition at the worst max-transition pin .................. 0.116 ns
  Time the final worst path needs with I/O delays and setup .................. 1.63 ns
  Final max-slew violation count .................. 0
  Number of setup violations in the final report .................. 0

Logic synthesis
  Register area share after synthesis .................. 0
  Top-area cell type share of the netlist area .................. 0.549
  Distinct lib cells .................. 4
  Synthesized area .................. 191 sq um
  Cell type contributing the most total cell area after synthesis .................. sky130_fd_sc_hd__mux4_1
  Warning count from the yosys run .................. 0
  Top cells by count .................. sky130_fd_sc_hd__mux2_2, sky130_fd_sc_hd__mux4_1, sky130_fd_sc_hd__mux2i_1
  Top cells by area in the synthesized netlist .................. sky130_fd_sc_hd__mux4_1, sky130_fd_sc_hd__mux2_2, sky130_fd_sc_hd__mux2i_1
  Post-Synthesis Cells .................. 12
  Cells in synth_stat.txt .................. 12
  Synth Area per Inst .................. 16.0 sq um
  Chip area from the yosys synthesis statistics .................. 191 sq um

Placement
  Worst slack after detailed placement .................. -0.819 ns
  Placer congestion estimate .................. 0.817
  # port buffers .................. 25
  Post-placement cell count .................. 85

Clock tree
  Cts hold-fix bufs .................. 0

Power and ir drop
  Share of power burned in registers .................. 0
  Static leakage power .................. 0.183 nW
  Net Switching .................. 0.0000258 W
  Largest vdd supply drop .................. 0.0568 mV
  Internal Power .................. 0.0000631 W
  Clock network power share .................. 0
  Switching Share .................. 0.290
  Combinational share of power .................. 1.000
  Power density over the cells .................. 210 mW/mm^2

GRT
  Met2 GRT Util .................. 0.0329
  Initial antenna violation count .................. 0
  Met1 Usage GRT .................. 0.0528
  Leftover overflow at the end of global routing .................. 0
  GRT Max-Usage Layer .................. met1
  Met3 track utilization from global routing .................. 0.0205
  Global-route usage over all layers .................. 0.0320
  Pin count of the biggest net entering global routing .................. 7
  First-pass GRT wire length .................. 1610 um
  Via count of the first global-routing pass .................. 272

Drt
  Number of remaining DRC errors .................. 0
  Final antenna diode count .................. 0
  Routed vias/inst .................. 2.74
  Average wire per cell in the routed design .................. 12.1 um
  Number of nets with antenna violations after detailed routing .................. 0
  Vias after detailed routing .................. 230
  DRC marker count from the first detailed-route iteration .................. 2
  Initial DRT Pass Iterations .................. 2
  Routed wire length .................. 1020 um

Critical path
  Kind of end point of the critical path .................. output port
  Type of the setup path with the least slack .................. in2out
  Maximum fanout along the worst path .................. 1
  WP data arrival .................. 1.29 ns
  Kind of launch point of the worst setup path .................. primary input
  WP data required .................. 1.36 ns

Floorplanning
  Number of top-level pins .................. 25
  Total number of placement rows .................. 21
  Horizontal extent of the die .................. 80 um
  Core area .................. 0.00342 sq mm
  Starting utilization of the core area .................. 0.0560
  Chip area .................. 0.00640 sq mm
  Chip Height .................. 80 um

Flow run
  Number of warnings the tools reported .................. 34
  Max-cap violation count .................. 0

Status
  Run status .................. finished, final reports clean

Worst hold path
  Min-delay worst type .................. in2out
## per-stage QoR
stage / hold WS (ns) / instance area, sq um / utilization / power (W)
detailed placement: 1.62 / 510 / 0.149 / 0.000112
global route: 1.13 / 423 / 0.124 / 0.0000993
global placement: 1.62 / 510 / 0.149 / 0.000112
floorplan: 0.712 / 191 / - / 0.0000332
finish: 1.10 / 423 / 0.124 / 0.0000888
CTS: 1.21 / 475 / 0.139 / 0.0000958
## final cells by class
cell class	count	area share
multi-input cells	11	0.391
repair buffers	27	0.473
well taps	46	0.136
## cells in the final DEF, fill, tap and decap left out
cell type	netlist	layout
sky130_fd_sc_hd__buf_4	0	2
sky130_fd_sc_hd__clkdlybuf4s15_1	0	4
sky130_fd_sc_hd__mux4_2	0	4
sky130_fd_sc_hd__mux2i_1	3	3
sky130_fd_sc_hd__mux2_2	4	4
sky130_fd_sc_hd__buf_2	0	1
sky130_fd_sc_hd__dlygate4sd2_1	0	4
sky130_fd_sc_hd__clkbuf_2	0	13
sky130_fd_sc_hd__clkdlybuf4s50_1	0	2
sky130_fd_sc_hd__buf_12	0	1
## timing repair
item                                    4_1_cts  5_1_grt
resized                                      39       27
endpoints found under the setup margin        5        1
buffers inserted                              0        0
## cells by family after synthesis
family and share of synthesized area:
buf+inv 0.0588, mux 0.941
## routing by layer
metal / up-vias / part of all wire
met5: - / 0
met3: 0 / 0.18
li1: 107 / -
met4: 0 / 0
met2: 21 / 0.28
met1: 102 / 0.54
## final timing paths
| kind | startpoint | endpoint | slack (ns) | depth (start not counted) |
|---|---|---|---|---|
| setup / recovery | data[11] | out | 0.07 | 5 |
| hold / removal | data[4] | f[0] | 1.10 | 3 |
## worst max-delay path: stages
cell and delay [ns]:
sky130_fd_sc_hd__clkdlybuf4s15_1 0.16, sky130_fd_sc_hd__mux4_2 0.45, sky130_fd_sc_hd__mux2i_1 0.14, sky130_fd_sc_hd__mux2i_1 0.08, sky130_fd_sc_hd__buf_2 0.11
## power by group through the flow
stage | sequential, W | clock, W | combinational (W)
global route | 0 | 0 | 0.0000993
CTS | 0 | 0 | 0.0000958
finish | 0 | 0 | 0.0000888
No activity file was given, so power comes from the tool's default toggle rates.
